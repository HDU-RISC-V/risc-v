$ cat flow/config.mk
export PLATFORM = sky130hd
export DESIGN_NAME = IF
export DESIGN_NICKNAME = IF
export VERILOG_FILES = /design/flow/design.v
export SDC_FILE = /design/flow/constraint.sdc
export NUM_CORES = 4
export LEC_CHECK = 1
export CORE_AREA = 10 10 95 95
export DIE_AREA = 0 0 105 105
$ cat flow/constraint.sdc
current_design IF

set clk_period 4.3
set clk_io_pct 0.2

create_clock -name clk0 -period $clk_period [get_ports {clk_im}]

set non_clock_inputs [all_inputs -no_clocks]
set_input_delay [expr $clk_period * $clk_io_pct] -clock clk0 $non_clock_inputs
set_output_delay [expr $clk_period * $clk_io_pct] -clock clk0 [all_outputs]
$ cat flow/design.v
module ADD(
    input [31:0] a,
    input [31:0] b,
    output [31:0] out
);
    assign out = a + b;
endmodule
module PC(
    input [31:0] PC_In,
    input PC_Write,
    input clk,
    input rst_n,
    output reg [31:0] PC_Out
);
initial begin
    PC_Out = 0;
end
always @(posedge clk or negedge rst_n) begin
    if(!rst_n) begin
        PC_Out <= 0;
    end
    else if(PC_Write) begin
        PC_Out <= PC_In;
    end
end
endmodule
module IR(
    input [31:0] IR_In,
    input IR_Write,
    input clk,
    output reg [31:0] IR_Out
);
initial
begin
    IR_Out = 0;
end
always @(posedge clk) begin
    if (IR_Write)
    begin
        IR_Out <= IR_In;
    end
end
endmodule
module IM(
    input [5:0] IM_Addr,
    input clk_im,
    output reg [31:0] Inst_Code
);
reg [31:0] Inst_Mem [63:0];
integer i;
initial begin
    for (i = 0; i < 64; i = i + 1) begin
        Inst_Mem[i] = 0;
    end
end
always @(posedge clk_im) begin
    Inst_Code <= Inst_Mem[IM_Addr];
end
endmodule
module IF(
    input IR_Write,
    input PC_Write,
    input clk_im,
    input rst_n,
    output [31:0] inst,
    output [31:0] pc_out
);
wire [31:0] _pc_out;
wire [31:0] add_out;
wire [31:0] im_out;
ADD add_0(
    .a(pc_out),
    .b(4),
    .out(add_out)
);
PC pc_0(
    .PC_In(add_out),
    .PC_Write(PC_Write),
    .clk(~clk_im),
    .rst_n(rst_n),
    .PC_Out(_pc_out)
);
IM im_0(
    .IM_Addr(_pc_out[7:2]),
    .clk_im(clk_im),
    .Inst_Code(im_out)
);
IR ir_0(
    .IR_In(im_out),
    .IR_Write(IR_Write),
    .clk(~clk_im),
    .IR_Out(inst)
);
assign pc_out = _pc_out;
endmodule
$ cat flow/run.sh
#!/bin/bash
# OpenROAD 26Q1-2900-gdf79404cd8, Yosys 0.63+post, stock flow scripts
make -C /OpenROAD-flow-scripts/flow DESIGN_CONFIG=/design/flow/config.mk WORK_HOME=/design/flow/orfs finish
==> results.ini <==
[clock_tree]
cts.path.max_buffers = 2
clkSlewWorstSetupHoldPaths_ns = 0.05
clk_latency_ns = 0.28
cts.sinks = 30
h-tree-depth = 2
cts_resized = 0
clockRootBuffer = clkbuf_8
cts_tree = built
cts_buffers = 5

[worst_setup_path]
worstSetupPathType = reg2out
critPathBufInv = 1
endpoint_kind = output port
r2r_cells = 6
required_ns = 3.44
crit_family = buffers and inverters
cp-startpoint = pc_0.PC_Out[27]
cp-start-kind = register
critical_path_arrival_ns = 3.40
slowest_delay_ns = 0.50
reg2reg_to = pc_0.PC_Out[30]
worstReg2RegStart = pc_0.PC_Out[2]
path_cells = clkdlybuf4s50_1
crit_fanout = 5
rrSetupSlack_ns = 2.59
cp_slowest_cell = clkdlybuf4s50_1

[placed_design]
place_ws_ns = -0.1700
place_hpwl_mm = 2.644
dpl_cell_area_um2 = 2023
io_buffers = 32
gp_congestion = 0.7687

[die]
die_y_um = 105
chip_area_um2 = 11030
core_area_um2 = 6907
rows = 30
fp.dieW_um = 105
initial_core_util_pct = 23.84
io_pins = 68

[timing]
slew_viol_final = 0
setup_viol_count_final = 0
hold_viol = 0
rsz0062_at_grt = no
skew_ns = 0.003181
fin_tns_setup_ns = 0
hold_slack_ns = 0.4196
setup_slack_ns = 0.04478

[synth]
yosys_warnings = 3
ys_sh_mux_pct = 0.6839
compound_area_share_pct = 0
top_area_share_pct = 45.59
syn_avg_cell_area_um2 = 10.90
yosys.cell_types.count = 23
edf_count = 0
ys_area_um2 = 1647
synth-async-reset-ratio_pct = 100.0
synth_top_cell_by_count = buf_4
ys_seq_share_pct = 45.59
ff_type = dfrtn_1
ys_sh_xor_pct = 15.43
synth.cellmix.simpleShare_pct = 20.90
syn_inst = 151
synth_flops = 30
synth.area.top_cells = dfrtn_1 46%, buf_4 16%, xor2_1 10%
yosysCellCount = 151
logic_family = simple AND/OR/NAND/NOR gates
syn_area_um2 = 1647
ys_sh_adder_pct = 0.7599
synthTopCellsByCount = 34 x buf_4, 30 x dfrtn_1, 19 x xor2_1
largest_area_cell = dfrtn_1

[power]
ir_drop_uv = 278.9
internal_power_uw = 570.1
pwr-share-seq_pct = 44.5
p_clk_share_pct = 27.3
power.density_nw_per_um2 = 337.9
switchingPower_uw = 197.6
p_leak_uw = 0.001131
swShare_pct = 25.74
combinationalPowerShare_pct = 28.2

[global_route]
grt_pass1_vias = 1145
grt_pass1_wl_mm = 5.802
track_usage_pct = 6.243
grt_start_max_net_pins = 31
gr-total-overflow = 0
grt_antenna_before_repair = 0

[worst_hold_path]
worstHoldPathCells = 1
hold_path.class = reg2reg
hold_path_end = pc_0.PC_Out[31]
min_from = pc_0.PC_Out[31]

[run_status]
status = complete, no violations

[layout]
area_growth_pct = 37.99
largest_register_ffs = 30
regArea_um2 = 750.7
reg.largest.list = pc_0.PC_Out (30)
nFillCells = 703
logic_area_um2 = 749.5
design_area_um2 = 2272
layout-drive-gt1-share_pct = 22.17
utilization_pct = 32.90
regMostFlops = pc_0.PC_Out

[detailed_routing]
vias_per_cell = 3.685
ant_nets = 0
drt_iter0_markers = 38
vias = 1168
drcViolationCount = 0
drt-pass1-iter-count = 4
drt-total-wl_mm = 3.783
wire_per_inst_um = 11.93
insertedDiodeCount = 0

[run]
warnings = 26
drv_cap = 0

-- cell families (layout without fill, tap and decap cells) --
kind of cell / count (synthesis) / count (layout)
AND/OR/NAND/NOR: 51 / 51
buffers and inverters: 38 / 75
flip-flops: 30 / 30
XOR/XNOR: 29 / 29
adder cells (fa/ha/maj): 1 / 1
other: 1 / 34
multiplexers: 1 / 1
-- power groups by stage --
stage / Combinational, µW / Sequential (µW) / Clock (µW)
6_report: 217 / 341 / 209
5_1_grt: 242 / 346 / 229
4_1_cts: 181 / 348 / 218
-- worst max-delay path by stage --
stage | depth (start not counted) | slack [ns] | end
after CTS | 1 | 0.0005 | pc_out[7]
final | 1 | 0.04 | pc_out[27]
after global routing | 1 | 0.0005 | pc_out[27]
-- per-layer routing --
metal	vias up	global-route usage, %	routed length, µm
li1	579	-	-
met1	538	8.298	1801
met2	46	8.986	1568
met3	5	3.478	378
met4	0	0.6863	34
met5	-	0	0
-- layout make-up --
type / count / area share, %
sequential: 30 / 33.04
timing repair buffer: 64 / 24.67
inverter: 4 / 0.6608
multi-input combinational: 116 / 32.98
clock buffer: 7 / 3.359
tap: 96 / 5.286
-- stage by stage --
stage	instances	total power [µW]
4_1_cts	300	746.7
6_report	317	767.7
3_5_place_dp	287	514.5
3_3_place_gp	287	516.1
2_1_floorplan	184	426.2
5_1_grt	317	817.5
-- cells in the final DEF, fill, tap and decap left out, types with 2 or more instances in the layout --
cell type and instances:
conb_1 34, and4_4 4, xnor2_1 10, nand3_1 8
inv_1 4, nand2_1 7, xor2_1 19, clkbuf_1 2
nand4_1 4, nor3_1 10, dfrtn_1 30, and4_1 2
clkbuf_8 5, and3_1 2, buf_4 32, and3_2 2
clkdlybuf4s50_1 32, nor2_1 6
-- repair_timing --
action	in CTS	in global routing
cloned	0	0
setup endpoints to repair	6	10
hold buffers	0	0
hold endpoints to repair	0	0
setup buffers	6	17
Power and IR drop assume default switching activity.
