**/design/flow/run.sh**
```bash
#!/bin/bash
# OpenROAD 26Q1-2900-gdf79404cd8, Yosys 0.63+post, stock flow scripts
make -C /OpenROAD-flow-scripts/flow DESIGN_CONFIG=/design/flow/config.mk WORK_HOME=/design/flow/orfs finish
```
**/design/flow/config.mk**
```make
export PLATFORM = sky130hd
export DESIGN_NAME = ALUTop
export DESIGN_NICKNAME = ALUTop
export VERILOG_FILES = /design/flow/design.v
export SDC_FILE = /design/flow/constraint.sdc
export NUM_CORES = 4
export LEC_CHECK = 1
export CORE_UTILIZATION = 50
```
**/design/flow/constraint.sdc**
```tcl
current_design ALUTop

set clk_period 2.6
set clk_io_pct 0.2

create_clock -name clk0 -period $clk_period [get_ports {clk}]
create_clock -name clk1 -period $clk_period [get_ports {clk_A}]
create_clock -name clk2 -period $clk_period [get_ports {clk_B}]
create_clock -name clk3 -period $clk_period [get_ports {clk_F}]

set non_clock_inputs [all_inputs -no_clocks]
set_input_delay [expr $clk_period * $clk_io_pct] -clock clk0 $non_clock_inputs
set_output_delay [expr $clk_period * $clk_io_pct] -clock clk0 [all_outputs]
```
**/design/flow/design.v**
```verilog
module D_register (
    input clk,            
    input [31:0] in,      
    output reg [31:0] out  
);
    always @(posedge clk) begin
        out <= in;
    end
endmodule
module ALU (
    input [31:0] a,         
    input [31:0] b,         
    input [3:0] op,         
    output reg [31:0] out,  
    output reg ZF,          
    output reg CF,          
    output reg OF,          
    output reg SF           
);
    always @(*) begin
        if (op == 4'b0000) begin
            {CF, out} <= a + b;
        end
        else if (op ==4'b0001) begin
            {CF,out} <= a << b;
        end
        else if (op == 4'b0010) begin
            if (a[31] == b[31]) begin
                out <= a < b;
            end
            else begin
                out <= a[31];
            end
        end
        else if (op == 4'b0011) begin
            out <= a < b;
        end
        else if (op == 4'b0100) begin
            out <= a ^ b;
        end
        else if (op == 4'b0101) begin
            out <= a >> b;
        end
        else if (op == 4'b0110) begin
            out <= a | b;
        end
        else if (op == 4'b0111) begin
            out <= a & b;
        end
        else if (op == 4'b1000) begin
            {CF, out} <= a - b;
        end
        else if (op == 4'b1101) begin
            if (a[31] == 1) begin
                out <= a >> b;
                out <= out | (32'hFFFFFFFF << (32 - b));
            end
            else
                out <= a >> b;
        end
        else if (op ==4'b1010) begin
            {CF,out} <= a+1;
        end
        else if (op ==4'b1011) begin
            {CF,out} <= a-1;
        end
        ZF<=(out==0)?1:0;
        OF<=CF^out[31];
        SF<=out[31];
    end
endmodule
module LED(
    input clk,                
    input [31:0] Data,        
    output [3:0] AN,          
    output [7:0] seg          
);
    wire clk_500HZ;           
    C500HZ user2(clk, clk_500HZ);  
    show u4(clk_500HZ, Data, AN, seg);  
endmodule
module C500HZ(
  input clk_old,             
  output reg clk_new         
);
  reg [15:0] counter;        
  initial begin
    counter <= 16'd0;
    clk_new <= 1'b0;
  end
  always @(posedge clk_old) begin
      if (counter >= 16'd25_000) begin
        clk_new <= ~clk_new;
        counter <= 16'b0;
      end
      else
        counter <= counter + 1'b1;
    end
endmodule
module show(
    input clk,                
    input [31:0] Data,        
    output reg [3:0] AN,      
    output reg [7:0] seg      
);
    reg [2:0] Bit_Sel;        
    reg [3:0] data;           
    initial begin 
        Bit_Sel <= 3'd0;
        data <= 4'd0;
        AN <= 4'b1111;
    end
    always @(posedge clk) begin
        Bit_Sel <= Bit_Sel + 1'b1;
        case (Bit_Sel)
            3'b000: begin
                AN <= 4'b1111;
                data <= Data[3:0];
            end
            3'b001: begin
                AN <= 4'b1110;
                data <= Data[7:4];
            end
            3'b010: begin
                AN <= 4'b1101;
                data <= Data[11:8];
            end
            3'b011: begin
                AN <= 4'b1100;
                data <= Data[15:12];
            end
            3'b100: begin
                AN <= 4'b1011;
                data <= Data[19:16];
            end
            3'b101: begin
                AN <= 4'b1010;
                data <= Data[23:20];
			end
			3'b110: begin
				AN <= 4'b1001;
				data <= Data[27:24];
			end
			3'b111: begin
				AN <= 4'b1000;
				data <= Data[31:28];
			end
		endcase
	end
	always@(*) begin
		case (data)
			4'b0000: seg <= 8'b00000011;  
			4'b0001: seg <= 8'b10011111;  
			4'b0010: seg <= 8'b00100101;  
			4'b0011: seg <= 8'b00001101;  
			4'b0100: seg <= 8'b10011001;  
			4'b0101: seg <= 8'b01001001;  
			4'b0110: seg <= 8'b01000001;  
			4'b0111: seg <= 8'b00011111;  
			4'b1000: seg <= 8'b00000001;  
			4'b1001: seg <= 8'b00001001;  
			4'b1010: seg <= 8'b00010001;  
			4'b1011: seg <= 8'b11000001;  
			4'b1100: seg <= 8'b01100011;  
			4'b1101: seg <= 8'b10000101;  
			4'b1110: seg <= 8'b01100001;  
			4'b1111: seg <= 8'b01110001;  
		endcase
	end
endmodule
module ALUTop(
    input clk,         
    input clk_F,       
    input clk_A,       
    input clk_B,       
    input [31:0] SW,   
    output reg [3:0] F,    
    output [3:0] AN,       
    output [7:0] seg       
);
    wire [31:0] A;      
    wire [31:0] B;      
    reg [31:0] Data;    
    wire [31:0] Data_reg;   
    wire [3:0] Fr;      
    D_register u_D_registerA (
        .clk(clk_A),
        .in(SW[31:0]),
        .out(A)
    );
    D_register u_D_registerB (
        .clk(clk_B),
        .in(SW[31:0]),
        .out(B)
    );
    ALU u_ALU (
        .a(A),
        .b(B),
        .op(SW[3:0]),
        .out(Data_reg),
        .ZF(Fr[3]),
        .CF(Fr[2]),
        .OF(Fr[1]),
        .SF(Fr[0])
    );
    LED u_LED(
        .clk(clk),
        .Data(Data),
        .AN(AN),
        .seg(seg)
    );
    always @(posedge clk_F) begin
        Data <= Data_reg;
    end
    always @(posedge clk_F) begin
        F <= Fr;
    end
endmodule
```
==> out/results.ini <==
[synthesis]
ff_type = dfxtp_1
postSynthRegisterBits = 159
postSynthCellCount = 2293
synth_top_cell_by_area = dfxtp_1
yosys_warnings = 37
synth.yosys.chip_area_um2 = 16770
synthesized_area_um2 = 16770
common_cells = nor2_1, a21oi_1, nand2_1
post_synth_edffs = 1
avgSynthCellArea_um2 = 7.316
yosysUniqueCellTypes = 88
ys_cells = 2293
synth.top_cell.area_share = 0.1492
synth-async-reset-ratio = 0
topCellsByArea = dfxtp_1, ha_1, nor2_1
yosys.cell_count.top_type = nor2_1

[worst_setup_path]
critical_path_arrival_ns = 1.81
setup.worst_path.end_class = flip-flop
critical_path_class = flip-flop to flip-flop
timing.reg2reg.worst_path_depth = 5
start_kind = flip-flop
crit_path_required_time_ns = 2.78
crit_fanout = 4
ff2ff_setup_slack_ns = 0.97

[clock_tree]
post_cts_hold_buffer_count = 0
clk_pin_slew_ns = 0.06
cts_tree = yes
post-cts-setup-buffer-count = 0
post_cts.resized_instances = 0

[floorplanning]
dieHeight_um = 185.2
die_area_um2 = 34290
coreArea_um2 = 32780
core_util_floorplan = 0.5117
floorplan.io_pins = 52
die_x_um = 185.2
num_rows = 66

[min_path]
worstHoldPathType = primary input to flip-flop
min_path_cells = 1

[final_timing]
total_negative_slack_ns = 0
final_setup_viols = 0
worst_slew_pin_slew_ns = 1.044
timing.final.max_slew_violations = 0
unclocked_pins = 43
rsz_0062_raised_after_global_routing = false
final-hold-violation-count = 0
relSlewSlack = 0.3042
endpoints_left_unconstrained = 88
timing.clock.skew_ns = 0.004381

[placed_design]
io_buffer_count = 46
place_hpwl_mm = 66.55
place.detailed.instances = 2653
gp_routability_congestion = 1.165

[global_routing]
grtUsageMet3 = 0.2655
grt_most_used_layer = met2
antenna_found_initial = 3
grt.overflow.total = 0
grt_start_max_net_pins = 60
grt_use_total = 0.5263
grt_first_pass_wirelength_mm = 125.0
first_global_vias = 18200
global_route.usage.met1 = 0.6800
grt_util_met2 = 0.7102

[detailed_routing]
dr.pass1.iters = 7
drt-initial-drc-count = 3355
drt-vias-per-instance = 7.451
drtAntennaViolNets = 0
routed_wl_mm = 87.48
avgRoutedWirePerCell_um = 32.61
detailroute.via_count = 19990
route.detailed.drc = 0

[layout]
synthToLayoutAreaGrowth_pct = 7.757
finish.cell_count_without_fillers = 2683
reg.largest.list = u_ALU.out: 32 flops, u_D_registerA.out: 32 flops, u_D_registerB.out: 32 flops
drive_above_1_share = 0.08043

[pwr]
power_density_nw_per_um2 = 406.3
power.ir.vdd_worst_mv = 0.4546
sw_frac_of_total = 0.4124
pwr-share-seq = 0.298
p_switching_mw = 3.029
int_power_mw = 4.315
post-layout-total-power_mw = 7.344
proportion_of_power_drawn_by_the_clock_network = 0.307
p_leak_nw = 6.880
share_comb_of_total_power = 0.394

[job]
drv_cap = 0
stage_log_warnings = 102

[run_status]
outcome = finished, final reports clean

==> worst max-delay path, stage by stage, from the launching register on <==
cell	delay, ns
dfxtp_1	0.40
nand3_1	0.13
nor3_1	0.34
nand3_1	0.22
or3_1	0.34
a21oi_1	0.13
==> cell usage in the layout, fill, tap and decap left out, types with 33 or more instances in the layout <==
| cell | instances |
|---|---|
| inv_1 | 117 |
| xnor2_1 | 83 |
| dfxtp_1 | 123 |
| nand2_1 | 165 |
| nor3_1 | 76 |
| clkdlybuf4s50_1 | 42 |
| mux2i_1 | 47 |
| dlxtn_1 | 33 |
| buf_4 | 53 |
| a211oi_1 | 34 |
| nand3_1 | 59 |
| mux4_2 | 43 |
| nor2_1 | 268 |
| o211ai_1 | 33 |
| a31oi_1 | 39 |
| o21ai_0 | 145 |
| a21oi_1 | 189 |
| ha_1 | 113 |
==> per-layer routing <==
metal	share of wire	vias to the layer above
li1	-	8383
met1	0.37	9299
met2	0.38	1852
met3	0.17	450
met4	0.077	6
met5	0.0013	-
==> kinds of logic after synthesis <==
kind of cell | count (synthesis) | synth area share
compound gates | 740 | 0.2961
latches | 33 | 0.02954
mux | 109 | 0.09846
other cells | 2 | 0.0004477
xor+xnor | 95 | 0.04960
fa+ha+maj | 115 | 0.08667
flops | 126 | 0.1510
buf+inv | 307 | 0.06996
simple gates | 766 | 0.2182
==> power groups by stage <==
stage	Combinational, mW	Sequential, mW	Clock [mW]
6_report	2.90	2.19	2.26
5_1_grt	2.99	2.19	2.34
4_1_cts	2.71	2.17	2.27
==> cell type report <==
class / instances / area (um^2)
inverters: 125 / 469.2
multi-input cells: 1828 / 12640
well taps: 442 / 553.0
repair buffers: 99 / 838.3
diodes: 3 / 7.507
clock buffers: 22 / 485.5
clock inverters: 5 / 52.55
flip-flops and latches: 159 / 3033
fillers: 3049 / 14710
==> per-stage QoR <==
stage / hold slack [ns] / util / instance area [um^2] / worst slack, ns
6_report: 0.3252 / 0.5514 / 18080 / 0.9662
5_1_grt: 0.3349 / 0.5511 / 18070 / 0.8166
4_1_cts: 0.3245 / 0.5511 / 18070 / 0.9819
3_5_place_dp: 0.4585 / 0.5347 / 17530 / 1.024
3_3_place_gp: 0.4439 / 0.5347 / 17530 / 1.041
2_1_floorplan: 0.4300 / - / 16780 / 1.111
==> final timing paths <==
kind                                   to              startpoint
setup / recovery   u_LED.user2.counter[9]  u_LED.user2.counter[2]
hold reg to reg    u_LED.user2.counter[0]  u_LED.user2.counter[0]
max in group clk1    u_D_registerA.out[2]                   SW[2]
min in group clk1    u_D_registerA.out[3]                   SW[3]
setup reg to reg   u_LED.user2.counter[9]  u_LED.user2.counter[2]
hold / removal       u_D_registerB.out[2]                   SW[2]
min in group clk0  u_LED.user2.counter[0]  u_LED.user2.counter[0]
max in group clk2    u_D_registerB.out[0]                   SW[0]
Power figures rest on the tool's default switching activity, not on a simulated workload.
