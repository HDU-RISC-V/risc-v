==> /design/flow/run.sh <==
#!/bin/bash
# OpenROAD 26Q1-2900-gdf79404cd8, Yosys 0.63+post, stock flow scripts
make -C /OpenROAD-flow-scripts/flow DESIGN_CONFIG=/design/flow/config.mk WORK_HOME=/design/flow/orfs finish
==> /design/flow/config.mk <==
export PLATFORM = sky130hd
export DESIGN_NAME = DM
export DESIGN_NICKNAME = DM
export VERILOG_FILES = /design/flow/design.v
export SDC_FILE = /design/flow/constraint.sdc
export NUM_CORES = 4
export LEC_CHECK = 1
export CORE_UTILIZATION = 50
export SYNTH_MEMORY_MAX_BITS = 65536
==> /design/flow/constraint.sdc <==
current_design DM

set clk_period 70.2
set clk_io_pct 0.2

create_clock -name clk0 -period $clk_period [get_ports {clk_dm}]

set non_clock_inputs [all_inputs -no_clocks]
set_input_delay [expr $clk_period * $clk_io_pct] -clock clk0 $non_clock_inputs
set_output_delay [expr $clk_period * $clk_io_pct] -clock clk0 [all_outputs]
==> /design/flow/design.v <==
module DM (
    input clk_dm,
    input Mem_Write,
    input [31:0] DM_Addr,
    input [31:0]  M_W_Data,
    output [31:0] M_R_Data
);
    reg [31:0] _data[0:255];
    wire [7:0] _addr;
    integer i;
    initial begin
        for (i=0; i<256; i=i+1) begin
            _data[i]<=i+1;
        end
    end
    assign _addr=DM_Addr%256;
    assign M_R_Data=_data[_addr];
    always @(posedge clk_dm) begin
        if (Mem_Write) begin
            _data[_addr]<=M_W_Data;
        end
    end
endmodule
==> GITHUB_STEP_SUMMARY <==
## Implementation flow summary

| Metric | Value |
|---|---|
| Critical Path End Type | `output port` |
| Placer Congestion | `between 0.8 and 0.9` |
| Kind of start point of the critical path | `primary input` |
| Fin crit period | `~38 ns` |
| Post-synth design cell area | `between 0.3 and 0.4 mm2` |
| Depth of the CTS H-tree | `6` |
| Cells taking the most area after synthesis | `sky130_fd_sc_hd__edfxtp_1, sky130_fd_sc_hd__mux4_2, sky130_fd_sc_hd__a22oi_1` |
| Ys flop type | `sky130_fd_sc_hd__edfxtp_1` |
| Crit-path max FO | `64` |
| Number of sinks handled by clock tree synthesis | `just over 8000` |
| Number of hold buffers added after CTS | `0` |
| VDD IR max | `about 0.032 mV` |
| Unrepaired setup endpoints after global routing | `no` |
| Top cell types by occurrence after synthesis | `sky130_fd_sc_hd__edfxtp_1, sky130_fd_sc_hd__mux4_2, sky130_fd_sc_hd__a22oi_1` |
| Yosys stat chip area | `about 0.31 mm2` |
| Seq pwr share | `a little over half` |
| Number of distinct library cell variants in the gate-level netlist after synthesis | `21` |
| Fp_density | `roughly half` |
| Count leader, synth | `sky130_fd_sc_hd__edfxtp_1` |
| Die footprint | `slightly above 0.6 mm2` |
| DRT iter0 DRCs | `about 9000` |
| Final std cell area, no fill | `approximately 0.35 mm2` |
| Clock tree root buffer cell | `sky130_fd_sc_hd__clkbuf_16` |
| Post-synth regs | `around 8200` |
| Post-CTS setup-driven buffer insertion count | `0` |
| Total power after layout | `between 0.01 and 0.015 W` |
| Detailed-router iteration count before antenna repair | `8` |
| Routed vias/inst | `about 6.4` |
| Port Buffer Count | `73` |
| Most area-hungry cell type in the Yosys netlist | `sky130_fd_sc_hd__edfxtp_1` |
| Worst relative slew slack | `between 20% and 30%` |
| Initial antenna violation count | `27` |
| Layout cells sized above 1 | `about 30%` |
| CTS tree | `done` |
| Cell total in the yosys stat output | `between 10000 and 15000` |
| Yosys warning total | `1` |
| Sequential fraction of the synthesis area | `between 70 and 80%` |
| Gr ovfl total | `0` |
| Cell Int Power | `about 0.008 W` |
| Global-route wire length before repair | `around 1200000 um` |
| Post-detailed-route count of antenna-violating nets | `0` |
| Outcome | `finished clean` |
| Routing usage on met3 | `around 29%` |
| EDFF count, synth | `8192` |
| Final-report hold violation count | `0` |
| Proportion of synthesized flip-flops having asynchronous set or reset | `0%` |
| Maximum capacitance violations | `0` |
| Clock buffers created by TritonCTS | `roughly 800` |
| Y dimension of the die | `just under 800 um` |
| Post-cts gate resize count | `0` |
| Synthesized area per cell | `between 20 and 25 um2` |
| Global-route met2 utilization | `a little over two fifths` |
| Wirelength, routed | `~840000 um` |
| Hold crit path type | `in -> reg` |
| # IOs | `between 90 and 100` |
| Total DRC errors in the routed layout | `0` |
| Std cell rows | `288` |
| Sw frac | `21.1%` |
| Setup-failing EPs final | `0` |
| Switching Power | `about 0.0021 W` |
| Start point of the critical path | `DM_Addr[0]` |
| Core area | `around 0.61 mm2` |
| Die width | `~790 um` |
| Instance tally after logic synthesis | `13055` |
| Number of global-route vias before repair | `165097` |
| Post-DP Area | `around 0.33 mm2` |
| Top Registers | `_data (8192)` |
| Biggest register | `_data` |
| Pin count of the biggest net entering global routing | `between 100 and 150` |
| Pins Over Slew Limit | `0` |
| GRT Total Usage | `slightly above 30%` |
| Global route hottest layer | `met2` |
| Setup TNS | `0 ns` |
| Maximum frequency from static timing analysis | `~0.026 GHz` |
| Worst-margin pin slew | `around 1.1 ns` |
| WP data required | `roughly 56 ns` |
| Clock share of power | `41.7%` |
| Growth of design area from synthesis to finish | `13.8%` |
| Worst hold start | `M_W_Data[23]` |
| Worst-case hold slack | `13.16 ns` |
| Via count | `around 140k` |
| Power density over the cells | `about 29 mW/mm2` |
| Critical Setup Path Class | `in -> out` |
| Leak | `around 110 nW` |
| HPWL after detailed placement | `between 400000 and 500000 um` |
| Clock-pin slew of the registers on the worst-case setup and hold paths | `0.06 ns` |
| Flip-flop count of the largest register after layout | `between 8000 and 9000` |
| Arr. time, crit path | `23.71 ns` |
| GR Util met1 | `32.9%` |
| Logic pwr share | `about 4.7%` |
| CTS max path bufs | `4` |
| Part of the cycle the worst path needs | `between 50% and 60%` |
| Top area contributor share | `approximately four fifths` |
| Per-cell routed wire length | `~37 um` |
| Total tool warning count | `approximately 53` |
==> cell families after synthesis <==
kind of cell	count (synthesis)	share of synthesized area, %
AOI/OAI and AO/OA	1664	3.69
buffers and inverters	797	1.09
DFF	8192	79.8
muxes	2048	15.0
and+or+nand+nor	354	0.490
==> metrics by stage <==
step                      worst slack (ns)  cells  utilization [%]
after floorplan                      40.26  13055                -
after global placement               32.06  21250             52.9
after detailed placement             31.92  21251             52.9
after CTS                            31.88  22717             57.1
after global routing                 31.28  22725             57.1
final                                32.45  22735             57.1
==> per-layer routing <==
| metal | vias up | wire (um) |
|---|---|---|
| met5 | - | 1810 |
| met4 | 56 | 48400 |
| met3 | 1572 | 183000 |
| met2 | 12228 | 389000 |
| met1 | 72233 | 219000 |
| li1 | 58674 | - |
==> final timing paths <==
| check | to | slack [ns] | cells after the start |
|---|---|---|---|
| max | M_R_Data[22] | 32.45 | 17 |
| min | _data[89][23] | 13.16 | 1 |
==> power groups by stage <==
stage,combinational [W],sequential (W),clock [W]
finish,0.000472,0.00539,0.00420
global route,0.000504,0.00539,0.00445
CTS,0.000475,0.00539,0.00426
==> cell usage in the layout (no fill, tap or decap), types with 32 or more instances in the layout <==
master and instances:
sky130_fd_sc_hd__o41ai_1 39, sky130_fd_sc_hd__clkinv_2 148, sky130_fd_sc_hd__a21oi_1 512, sky130_fd_sc_hd__a22oi_1 1024, sky130_fd_sc_hd__clkinv_1 184, sky130_fd_sc_hd__nor2_4 228, sky130_fd_sc_hd__clkdlybuf4s50_1 39, sky130_fd_sc_hd__o41ai_2 89
sky130_fd_sc_hd__clkbuf_16 817, sky130_fd_sc_hd__clkbuf_1 177, sky130_fd_sc_hd__edfxtp_1 8192, sky130_fd_sc_hd__buf_8 32, sky130_fd_sc_hd__bufinv_16 69, sky130_fd_sc_hd__mux4_2 2048, sky130_fd_sc_hd__buf_4 780, sky130_fd_sc_hd__nand4_1 32
==> worst max-delay path: stages <==
cell and delay, ns:
sky130_fd_sc_hd__buf_16 0.32, sky130_fd_sc_hd__buf_4 0.45, sky130_fd_sc_hd__buf_4 0.67, sky130_fd_sc_hd__buf_4 0.66
sky130_fd_sc_hd__buf_4 0.53, sky130_fd_sc_hd__buf_4 0.65, sky130_fd_sc_hd__buf_4 0.66, sky130_fd_sc_hd__buf_4 0.69
sky130_fd_sc_hd__buf_4 0.70, sky130_fd_sc_hd__buf_4 0.68, sky130_fd_sc_hd__mux4_2 0.58, sky130_fd_sc_hd__a22oi_1 0.22
sky130_fd_sc_hd__a21oi_1 0.15, sky130_fd_sc_hd__o41ai_2 0.89, sky130_fd_sc_hd__buf_4 0.23, sky130_fd_sc_hd__nand4_1 0.53
sky130_fd_sc_hd__clkdlybuf4s50_1 0.61
==> layout make-up <==
class	count	area, um2
fillers	42730	264000
flip-flops and latches	8192	246000
multi-input cells	4066	61700
clock buffers	994	21100
well taps	8120	10200
repair buffers	873	7170
clock inverters	472	4610
diodes	17	42.5
inverters	1	3.75
Power and IR drop assume default switching activity.
